File: run.sh
#!/bin/bash
# OpenROAD 26Q1-2900-gdf79404cd8, Yosys 0.63+post, stock flow scripts
make -C /OpenROAD-flow-scripts/flow DESIGN_CONFIG=/design/flow/config.mk WORK_HOME=/design/flow/orfs finish
File: config.mk
export PLATFORM = sky130hd
export DESIGN_NAME = rng
export DESIGN_NICKNAME = rng
export VERILOG_FILES = /design/flow/design.v
export SDC_FILE = /design/flow/constraint.sdc
export NUM_CORES = 4
export LEC_CHECK = 1
export CORE_UTILIZATION = 50
File: constraint.sdc
current_design rng

set clk_period 11.8
set clk_io_pct 0.2

create_clock -name clk0 -period $clk_period [get_ports {clka}]
create_clock -name clk1 -period $clk_period [get_ports {clkb}]

set non_clock_inputs [all_inputs -no_clocks]
set_input_delay [expr $clk_period * $clk_io_pct] -clock clk0 $non_clock_inputs
set_output_delay [expr $clk_period * $clk_io_pct] -clock clk0 [all_outputs]
File: design.v
module rng (clka, clkb, restart, start, mult, incr, n_mines, place_done, mines, temp_index, temp_mine_cnt);
  input   clka, clkb, restart, start;
  input  [2:0] mult;
  input  [2:0] incr;
  input  [2:0] n_mines;
  output  place_done;
  output [24:0] mines;
  output [4:0] temp_index;
  output [2:0] temp_mine_cnt;
  wire   clka, start;
  wire [2:0] mult;
  wire [2:0] incr;
  wire [2:0] n_mines;
  reg [24:0] mines;
  reg place_done;
  reg [4:0]  temp_index;
  reg [2:0]  temp_mine_cnt;  
  reg temp_gen;
 always @ (negedge clka)
begin
if (restart == 1'b1) begin
        mines = 0;
        temp_index = 0;
        temp_mine_cnt = 0;
   end else if (start) begin
           mines = 0;
           temp_index = 0;
           temp_mine_cnt = 0;
   end else if (start | temp_gen) begin
           temp_index = (((mult * temp_index) + incr) % 25);
           mines[temp_index] = 1'b1;
           temp_mine_cnt = temp_mine_cnt + 1;
   end
end
always @ (negedge clkb)
begin
if (restart == 1'b1) begin
        place_done = 1'b0;
        temp_gen = 1'b0;
    end else if (start) begin
        temp_gen = 1'b1;
    end else if (temp_gen & (temp_mine_cnt == n_mines)) begin
        place_done = 1'b1;
        temp_gen = 1'b0;
    end else begin
        place_done = 1'b0;
    end
end
endmodule
==> notes.md <==
yosys + openroad results -> Ports=roughly 47, maximum fanout encountered on the critical timing path=6, fraction of post-synthesis cell area in the top cell type by area=0.217, total overflow reported by the global router=0, cell count after synthesis=just under 400, gate family responsible for the most delay along the worst path=AND-OR/OR-AND gates, classification of the worst-slack hold path=reg2reg, share of post-route cells with drive strength above 1=0.421, Chip Area=6780 sq um, Area contributors post-synth=sky130_fd_sc_hd__dfxtp_1, sky130_fd_sc_hd__ha_1, sky130_fd_sc_hd__o31ai_1, sky130_fd_sc_hd__nand2_1, sky130_fd_sc_hd__nor2_1, sequential share of power=0.176, warning total across the stage logs=between 70 and 80, tally of yosys warning messages=1, required time of the worst setup path=between 6000 and 7000 ps, number of hold violations in the final report=0, largest net degree at the start of global routing=24, Filler Cell Count=about 170, slowest stage cell, crit path=sky130_fd_sc_hd__fa_1, Worst IR Drop VDD=0.143 mV, proportion of total power due to net switching=0.514, RSZ-0062 raised after global routing=true, share of the core filled with cells=0.950, total power of the final layout=between 700 and 800 uW, critical path capture point type=register, startpoint of the most critical setup path=mult[1], max_slew headroom=0.286, depth of the critical timing path with buffers and inverters included=just over 40, total via count in the routed design=around 4600, detail-routed net length per standard cell=between 20 and 30 microns, cell taking the most area after synthesis=sky130_fd_sc_hd__dfxtp_1, static power due to leakage=roughly 2.6 nW, register bit count reported by yosys=35, die x size=between 80 and 90 microns, number of buffers added on ports=between 40 and 50, Via-to-Cell Ratio=~6.8, register share after synthesis=0.217, power density of the placed cells=125 nW/um^2, reg-to-reg critical path endpoint=mines[9], Max Clock Skew=83.5 ps, wire length of the first global-routing pass=approximately 19000 microns, yosys cell count=between 300 and 400, critical path launch point type=input pin, distinct cell type count after synthesis=roughly 73, std cell rows=28, total inserted antenna cells=0, wire length after detailed routing=about 18000 microns, estimated wirelength of the detail-placed design=roughly 6900 microns, commonest cells after routing, fill and taps aside=sky130_fd_sc_hd__buf_4, sky130_fd_sc_hd__inv_1, sky130_fd_sc_hd__nand2_1, sky130_fd_sc_hd__clkdlybuf4s50_1, sky130_fd_sc_hd__dfxtp_1, Core Density at Floorplan=0.533, most frequently placed logic cell in the final layout=sky130_fd_sc_hd__buf_4, number of enable flip-flop cells=0, count of pins over their slew limit=0, Chip Area, Yosys=3230 sq um, highest cell delay on the worst timing path=around 570 ps, global-route usage over all layers=0.385, most used flip-flop cell=sky130_fd_sc_hd__dfxtp_1, combinational group share of total power=0.476, CTS tree=yes, synthesized area=approximately 3200 sq um, clock network fraction of design power=0.347, arrival time at the worst endpoint=roughly 11000 ps, final setup vio count=30, CTS hold repair buffers=0, worst path buffer plus inverter count=9, source of the worst register-to-register timing path=temp_index[2], fin worst setup slack=-4860 ps, clock transition at the register clock pins on the worst setup and hold paths after CTS=~140 ps, actual transition at the worst max-transition pin=approximately 1100 ps, internal power=approximately 350 uW, failing checks=negative setup slack, total number of clock tree sinks=35, endpoint of the worst setup timing path=mines[9], worst setup path class=in2reg, Final Wtd Congestion=between 0.9 and 1, run status=finished, violations left, core outline area=just over 6000 sq um, DR iter-0 viols=395, max-capacitance violation count=0, share of flip-flops with an asynchronous set or reset after synthesis=0, mean post-synth cell area=slightly above 8 sq um, Register-to-Register Path Depth=39, initial antenna violation count=1, register-to-register setup slack=roughly 2600 ps, Die Span Y=slightly above 80 microns, DRC violation count after routing=0, via count of the first global-routing pass=~3900, first-pass iteration count of the detailed router=5, Post-DRT Antenna Nets=0, Area Growth Syn to Fin=78.3%, net switching component of the power=371 uW
## area by class of cell
type | count | area [sq um] | share of cell area
Multi-Input combinational cell | 322 | 3050 | 0.530
Timing Repair Buffer | 183 | 1560 | 0.271
Sequential cell | 35 | 701 | 0.122
Clock inverter | 38 | 146 | 0.0254
Clock buffer | 8 | 110 | 0.0191
Tap cell | 75 | 93.8 | 0.0163
Inverter | 24 | 92.6 | 0.0161
## cells by family after synthesis
group / count (synthesis) / synth area share
simple gates: 145 / 0.216
compound gates: 114 / 0.278
buf+inv: 36 / 0.0434
flops: 35 / 0.217
fa+ha+maj: 32 / 0.134
xor+xnor: 24 / 0.0853
mux: 7 / 0.0260
## sequential cells by signal, indices dropped and copies added (netlist names)
register / flops
temp_mine_cnt: 3
temp_index: 5
temp_gen: 1
place_done: 1
mines: 25
## worst min-delay path by stage
stage	startpoint	end	slack [ps]	cells after the start
5_1_grt	mines[16]	mines[16]	550	2
4_1_cts	mines[8]	mines[8]	460	2
6_report	mines[22]	mines[22]	510	2
## worst reg2reg max path, delay by kind of cell, from the launching register on
family	cells	cell delay [ps]
mux	1	210
flops	1	470
simple gates	7	1090
buf+inv	7	780
xor+xnor	3	720
compound gates	13	3250
fa+ha+maj	8	2580
## power by group through the flow
stage / Sequential (mW) / Combinational (mW) / Clock (mW)
6_report: 0.127 / 0.343 / 0.250
5_1_grt: 0.127 / 0.356 / 0.257
4_1_cts: 0.126 / 0.270 / 0.170
## repair_timing
action,4_1_cts,5_1_grt
buffers inserted,19,12
resized,67,48
pin swaps,46,22
endpoints found under the setup margin,30,30
## layer usage
layer / wire length (microns) / GRT usage / part of all wire / up-vias
met5: 11 / 0 / 0.00060 / -
met4: 1730 / 0.161 / 0.094 / 2
met3: 2420 / 0.0925 / 0.13 / 126
met2: 7520 / 0.568 / 0.41 / 454
met1: 6630 / 0.548 / 0.36 / 2160
li1: - / - / - / 1899
## cell usage after synthesis (3+ instances only)
| cell type | number |
|---|---|
| sky130_fd_sc_hd__o21ai_1 | 4 |
| sky130_fd_sc_hd__and3_1 | 3 |
| sky130_fd_sc_hd__nor3_1 | 10 |
| sky130_fd_sc_hd__fa_1 | 5 |
| sky130_fd_sc_hd__o41ai_1 | 5 |
| sky130_fd_sc_hd__o21ai_2 | 3 |
| sky130_fd_sc_hd__o211ai_1 | 6 |
| sky130_fd_sc_hd__nor2_1 | 32 |
| sky130_fd_sc_hd__xor2_1 | 4 |
| sky130_fd_sc_hd__ha_1 | 25 |
| sky130_fd_sc_hd__dfxtp_1 | 35 |
| sky130_fd_sc_hd__or3_1 | 5 |
| sky130_fd_sc_hd__nand2b_1 | 5 |
| sky130_fd_sc_hd__and2_1 | 8 |
| sky130_fd_sc_hd__mux2i_1 | 5 |
| sky130_fd_sc_hd__o21a_1 | 5 |
| sky130_fd_sc_hd__nand3_1 | 14 |
| sky130_fd_sc_hd__a21oi_1 | 15 |
| sky130_fd_sc_hd__nand4_1 | 6 |
| sky130_fd_sc_hd__nand2_1 | 49 |
| sky130_fd_sc_hd__a2111oi_0 | 3 |
| sky130_fd_sc_hd__a211oi_1 | 3 |
| sky130_fd_sc_hd__clkbuf_1 | 7 |
| sky130_fd_sc_hd__inv_1 | 24 |
| sky130_fd_sc_hd__a31oi_1 | 5 |
| sky130_fd_sc_hd__xnor2_1 | 13 |
| sky130_fd_sc_hd__o31ai_1 | 25 |
| sky130_fd_sc_hd__xor2_2 | 4 |
| sky130_fd_sc_hd__o21ai_0 | 7 |
## stage by stage
| step | hold WS [ps] | instance area (sq um) | instances | worst slack, ps | setup TNS [ps] |
|---|---|---|---|---|---|
| after CTS | 457 | 5410 | 679 | -4280 | -123040 |
| after global routing | 547 | 5760 | 685 | -5070 | -140610 |
| final | 511 | 5760 | 685 | -4860 | -134070 |
| after detailed placement | 443 | 4800 | 621 | -5260 | -151910 |
| after floorplan | 396 | 3410 | 393 | -5050 | -143970 |
| after global placement | 437 | 4800 | 621 | -5130 | -148290 |
Power figures rest on the tool's default switching activity, not on a simulated workload.
