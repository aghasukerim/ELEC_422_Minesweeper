File: flow/design.v
module dp (clka, clkb, restart, start, mines, load, data, temp_data_in, decode, alu, alu_done, gameover,
 win, global_score, n_nearby, temp_decoded, temp_cleared, display, display_done);
input clka, clkb, restart, start, load, decode, alu, display;
input [4:0] data;
input [24:0] mines;
output alu_done, display_done, gameover, win;
output [4:0] temp_data_in;
output [24:0] temp_decoded;
output [24:0] temp_cleared;
output [31:0] global_score;
output [1:0] n_nearby;
reg     [4:0] temp_data_in;  
reg     [24:0] temp_decoded;  
reg     [24:0] temp_cleared;  
reg     [31:0] global_score;  
reg     [1:0] n_nearby;  
reg     gameover;  
reg     win;  
reg     alu_done;  
reg     display_done;  
always @ (negedge clka)
begin
if (restart == 1'b1) begin
        temp_data_in = 0;
        temp_decoded = 0;
        temp_cleared = 0;
        gameover = 0;
        win = 0;
        global_score = 0;
        n_nearby = 0;
   end else if (start) begin
        temp_cleared = 0;
        gameover = 0;
        win = 0;
   end else if (load) begin
        temp_data_in = data;
   end else if (decode) begin 
        if (temp_data_in < 25) begin                    
               temp_decoded = 1'b1 << temp_data_in;     
        end else begin
               temp_decoded = 25'b0;                     
          end
   end else if (alu) begin
     n_nearby = 0;                            
     casez (temp_decoded)                     
       25'b0???00???00???00???00???0: begin   
            if (mines[temp_data_in - 6] == 1)
                 n_nearby = n_nearby + 1;
            if (mines[temp_data_in - 5] == 1)
                 n_nearby = n_nearby + 1;
            if (mines[temp_data_in - 4] == 1)
                 n_nearby = n_nearby + 1;
            if (mines[temp_data_in - 1] == 1)
                 n_nearby = n_nearby + 1;
            if (mines[temp_data_in + 1] == 1)
                 n_nearby = n_nearby + 1;
            if (mines[temp_data_in + 4] == 1)
                 n_nearby = n_nearby + 1;
            if (mines[temp_data_in + 5] == 1)
                 n_nearby = n_nearby + 1;
            if (mines[temp_data_in + 6] == 1)
                 n_nearby = n_nearby + 1;
       end
       25'b0000?0000?0000?0000?0000?: begin   
            if (mines[temp_data_in - 5] == 1)
                 n_nearby = n_nearby + 1;
            if (mines[temp_data_in - 4] == 1)
                 n_nearby = n_nearby + 1;
            if (mines[temp_data_in + 1] == 1)
                 n_nearby = n_nearby + 1;
            if (mines[temp_data_in + 5] == 1)
                 n_nearby = n_nearby + 1;
            if (mines[temp_data_in + 6] == 1)
                 n_nearby = n_nearby + 1;
       end
       25'b?0000?0000?0000?0000?0000: begin   
            if (mines[temp_data_in - 6] == 1)
                 n_nearby = n_nearby + 1;
            if (mines[temp_data_in - 5] == 1)
                 n_nearby = n_nearby + 1;
            if (mines[temp_data_in - 1] == 1)
                 n_nearby = n_nearby + 1;
            if (mines[temp_data_in + 4] == 1)
                 n_nearby = n_nearby + 1;
            if (mines[temp_data_in + 5] == 1)
                 n_nearby = n_nearby + 1;
       end
     endcase
        temp_cleared = temp_cleared | temp_decoded;
        gameover = ((mines & temp_decoded) != 0);
        if (gameover)
            n_nearby = 0;
        win = (mines == ~temp_cleared);  
        if (win) begin
             global_score = global_score + 1;
             gameover = 1;  
             n_nearby = 0;
        end
   end else if (display) begin
   end
end
always @ (negedge clkb)
begin
if (restart == 1'b1) begin
        alu_done = 0;
        display_done = 0;
   end else if (start) begin 
        alu_done = 0;
        display_done = 0;
   end else if (load) begin
        alu_done = 0;
        display_done = 0;
   end else if (decode) begin 
        alu_done = 0;
        display_done = 0;
   end else if (alu) begin
        alu_done = 1;
        display_done = 0;
   end else if (display) begin
        alu_done = 0;
        display_done = 1;
   end
end
endmodule  
File: flow/run.sh
#!/bin/bash
# OpenROAD 26Q1-2900-gdf79404cd8, Yosys 0.63+post, stock flow scripts
make -C /OpenROAD-flow-scripts/flow DESIGN_CONFIG=/design/flow/config.mk WORK_HOME=/design/flow/orfs finish
File: flow/config.mk
export PLATFORM = sky130hd
export DESIGN_NAME = dp
export DESIGN_NICKNAME = dp
export VERILOG_FILES = /design/flow/design.v
export SDC_FILE = /design/flow/constraint.sdc
export NUM_CORES = 4
export LEC_CHECK = 1
export CORE_UTILIZATION = 40
File: flow/constraint.sdc
current_design dp

set clk_period 5.2
set clk_io_pct 0.2

create_clock -name clk0 -period $clk_period [get_ports {clka}]
create_clock -name clk1 -period $clk_period [get_ports {clkb}]

set non_clock_inputs [all_inputs -no_clocks]
set_input_delay [expr $clk_period * $clk_io_pct] -clock clk0 $non_clock_inputs
set_output_delay [expr $clk_period * $clk_io_pct] -clock clk0 [all_outputs]
==> run summary <==
Status - complete, but fails checks
Failing checks - setup timing
Post-synth EDFFs - 0
FILL cells - 1,241
WL/cell - 18.9 µm
Ys flops - 93
Remaining DRCs - 0
Via Count - 7,139
Port Buffers - 129
Synth cell types - 69
Path depth of the worst reg2reg path - 15
RSZ-0062 raised after global routing - true
GP Congestion - 0.949
Pleak - 3.94 nW
Starting Density - 0.410
CTS tree - done
Yosys cell count - 733
Clock skew - 19.0 ps
Initial drt markers - 470
Main area contributors - dfxtp_1 30%, mux4_2 9.7%, nor2_1 5.9%
Cell area after layout - 9620 µm²
Dpl ws - -1960 ps
Area leader share - 0.298
Final antenna-violating net count - 0
Max-cap violations - 0
OpenROAD warning count - 131
Grt ovf - 0
First-pass GRT wire length - 37,500 µm
Ant diodes - 0
Crit path buf inv count - 2
Hold WC Path Type - register to register
Most instantiated cells after synthesis - 98 x nor2_1, 93 x dfxtp_1, 64 x a21oi_1
Reg-to-Reg Start - temp_data_in[2]
Hold path start - global_score[22]
Share of cells above drive strength 1 - 0.250
Post-DP HPWL - 17,200 µm
IO Pins - 131
Total track usage - 0.312
Synthesized cell area - 6250 µm²
Crit-path leading delay family - multiplexers
Hold buffers post-CTS - 0
Worst Setup SP - mines[4]
Crit path DAT - 3990 ps
Die outline height - 127 µm
Yosys warning tally - 1
Slowest-stage cell, CP - mux4_2
Total Die Area - 16,100 µm²
Count leader, synth - nor2_1
Gate Count Post-Synth - 733
Total wire length - 24,100 µm
Seq. cell area - 1860 µm²
Vias/cell - 5.61
Setup slack after layout - -1060 ps
Yosys chip area - 6250 µm²
Most used flip-flop cell after synthesis - dfxtp_1
Endpoints failing setup - 34
Fraction of registers with async set/reset - 0
Average instance area after synthesis - 8.53 µm²
Logic area - 4440 µm²
P per Cell Area - 245 nW/µm²
P&R area growth vs syn - 53.8%
Pins Over Slew Limit - 0
Synth area leader - dfxtp_1
Fin util - 0.630
Register area share after synthesis - 0.298
Hold Crit Depth - 2
Core Box Area - 15,300 µm²
Clk slew on worst S/H paths - 40 ps
Critical path class - input pin to register
Vias in the first global route - 7,229
Largest net degree at the start of global routing - 66
Slew HR - 0.341
Post-DP Area - 8580 µm²
Worst Setup End Kind - register
Initial antenna violation count - 0
Final Hold Fails - 0
Clock sink count - 93
Most common cell type on the critical path - mux4_2
DR pass1 iterations - 5
WP depth - 13
CP peak stage delay - 520 ps
Std-Cell Rows - 45
Max FO, Critical Path - 5
Worst vdd ir - 154 µV
Worst path cell trace - buf_6, mux4_2, mux4_2, nand2_2, o31ai_4, ha_4, inv_4, or3_4, a21oi_4, o211ai_1, and4_1, a41o_1, a211oi_2
CP startpoint kind - input pin
Worst-Margin Slew - 984 ps
Die W - 127 µm
Worst path required time - 2930 ps
## layout make-up
cell class | instances | area share
flip-flops and latches | 93 | 0.194
repair buffers | 254 | 0.237
well taps | 211 | 0.0274
clock buffers | 12 | 0.0312
clock inverters | 100 | 0.0428
multi-input cells | 588 | 0.462
inverters | 15 | 0.00611
## placed cells by master (no fill, tap or decap), types with 13 or more instances in the layout
master and count:
nor3_1 14, nor2_1 94, clkdlybuf4s50_1 103, o21ai_0 35, nand3_1 17, mux4_2 33, inv_1 104, ha_1 13
or3_1 28, dfxtp_1 93, a21oi_1 62, mux2i_1 14, xor2_1 21, a22oi_1 21, xnor2_1 16, buf_2 17
nand4_1 29, nand2_1 52, buf_6 29, buf_4 99
## where the power goes
group / switching, mW / internal (mW)
registers: 0.00409 / 0.723
clock network: 0.522 / 0.528
logic: 0.293 / 0.288
total: 0.820 / 1.54
## repair_timing
item                       in CTS  in global routing
setup buffers                  16                  4
cloned                          0                  0
setup endpoints to repair      36                 36
gates resized                 151                 23
pin swaps                      26                 19
## logic make-up (layout without fill, tap and decap cells)
kind of cell	count (synthesis)	count (layout)	share of synthesized area
compound gates	170	170	0.175
xor+xnor	43	43	0.0624
fa+ha+maj	16	16	0.0316
buf+inv	52	381	0.0356
flops	93	93	0.298
mux	51	51	0.154
simple gates	308	308	0.243
## worst paths after layout
check,to,slack [ps]
max in group clk1,alu_done,590
setup / recovery,n_nearby[1],-1060
hold / removal,global_score[22],500
min in group clk1,alu_done,540
hold reg to reg,global_score[22],500
setup reg to reg,n_nearby[1],940
## worst register-to-register path, stage by stage (launching register included)
cell and delay [ps]:
dfxtp_1 310, buf_4 450, inv_1 270, ha_1 550, mux4_2 370, mux2i_2 210
o22ai_1 110, mux2_4 300, ha_4 290, inv_4 40, or3_4 340, a21oi_4 230
o211ai_1 120, and4_1 230, a41o_1 220, a211oi_2 140
## state kept, by name (all words and copies together), names as in the netlist
signal and count:
alu_done 1, display_done 1, gameover 1, global_score 32, n_nearby 2, temp_cleared 25, temp_data_in 5, temp_decoded 25
win 1
## layer usage
metal	global-route usage	wire, µm	vias to the layer above
li1	-	-	3382
met1	0.447	10600	3400
met2	0.445	10700	325
met3	0.129	2250	32
met4	0.0945	502	0
met5	0	0	-
## per-stage QoR
| step | cells | total power, mW | hold WS (ps) | setup TNS [ps] |
|---|---|---|---|---|
| 6_report | 1273 | 2.36 | 495 | -13630 |
| 5_1_grt | 1273 | 2.52 | 521 | -17070 |
| 4_1_cts | 1270 | 2.38 | 503 | -10420 |
| 3_5_place_dp | 1146 | 1.39 | 494 | -45200 |
| 3_3_place_gp | 1146 | 1.39 | 480 | -44330 |
| 2_1_floorplan | 733 | 1.18 | 438 | -4110 |
Power and IR drop assume default switching activity.
